===== flow/run.sh =====
#!/bin/bash
# OpenROAD 26Q1-2900-gdf79404cd8, Yosys 0.63+post, stock flow scripts
make -C /OpenROAD-flow-scripts/flow DESIGN_CONFIG=/design/flow/config.mk WORK_HOME=/design/flow/orfs finish

===== flow/config.mk =====
export PLATFORM = sky130hd
export DESIGN_NAME = debounce
export DESIGN_NICKNAME = debounce
export VERILOG_FILES = /design/flow/design.v
export SDC_FILE = /design/flow/constraint.sdc
export NUM_CORES = 4
export LEC_CHECK = 1
export CORE_AREA = 10 10 70 70
export DIE_AREA = 0 0 80 80

===== flow/constraint.sdc =====
current_design debounce

set clk_period 2.8
set clk_io_pct 0.2

create_clock -name clk0 -period $clk_period [get_ports {clk}]

set non_clock_inputs [all_inputs -no_clocks]
set_input_delay [expr $clk_period * $clk_io_pct] -clock clk0 $non_clock_inputs
set_output_delay [expr $clk_period * $clk_io_pct] -clock clk0 [all_outputs]

===== flow/design.v =====
module debounce ( 
	input wire clk,
    input wire data_in, 
    output reg data_debounced = 0
	);
	reg [12:0] change_reg = 0;
	always @(posedge clk) begin 
		if (data_debounced && data_in)
			change_reg <= 12'b0;
		else if (!data_debounced && !data_in)
			change_reg <= 12'b0;
		else if (data_debounced && !data_in)
			change_reg <= change_reg + 1'b1;
		else if (!data_debounced && data_in)
			change_reg <= change_reg + 1'b1;
	end
	always @(posedge clk) begin
		if (change_reg == 12'hFFF)
			data_debounced <= data_in;
	end 
endmodule

==> impl_metrics.py <==
# Physical implementation metrics
metrics = {
    "sta": {
        "slew_headroom_pct": 73.30,
        "fin_crit_sh_pct": 62.54,
        "setup_ws_ns": 1.049,
        "setup_viol": 0,
        "finalHoldViolations": 0,
        "min_period_ns": 1.751,
        "fmax_mhz": 571.0,
        "final.setup.tns_ns": 0,
        "worstMarginPinSlew_ns": 0.3968,
        "fin_skew_ns": 0.01286,
        "maxSlewViolCount": 0,
        "rsz0062_at_grt": "no",
    },
    "power_and_ir_drop": {
        "swShare_pct": 21.42,
        "power_density_nw_per_um2": 474.3,
        "p_seq_share_pct": 61.7,
        "p_sw_uw": 72.70,
        "p_int_uw": 266.8,
        "irDropWorstVdd_mv": 0.1844,
        "clockPowerShare_pct": 34.2,
        "comb_power_share_pct": 4.1,
        "p_leak_uw": 0.0002160,
        "p_total_uw": 339.5,
    },
    "floorplanning": {
        "rows": 21,
        "die_y_um": 80,
        "die_w_um": 80,
        "core-area_um2": 3416,
        "chip_area_um2": 6400,
        "fp_util_pct": 17.80,
        "num_io_pins": 3,
    },
    "job": {
        "tool_warnings": 25,
        "max_cap_violations": 0,
    },
    "setup_path": {
        "crit_chain": "clkdlybuf4s50_1",
        "cp_max_fo": 3,
        "cp-start-kind": "flip-flop",
        "critical_path_class": "flip-flop to output pin",
        "cp_slowest_cell": "clkdlybuf4s50_1",
        "cp.required_ns": 2.24,
        "worstSetupEndpointType": "output pin",
        "slowest_delay_ns": 0.50,
        "cp_top_family": "buffers and inverters",
        "cp.arrival_ns": 1.19,
        "worstPathBufferInverterCount": 1,
    },
    "placed_design": {
        "placed_cells": 113,
        "portBuffers": 2,
        "post-place-ws_ns": 1.124,
        "place_congestion": 0.7867,
    },
    "synth": {
        "ys_ff": 14,
        "topCombFamilyByArea": "simple AND/OR/NAND/NOR gates",
        "syn-cell-area_um2": 608.1,
        "ys_area_um2": 608.1,
        "ys_seq_share_pct": 47.74,
        "syn_area_per_cell_um2": 9.355,
        "synthSimpleGateAreaFrac_pct": 25.72,
        "yosysWarnings": 1,
        "ys_cells": 65,
        "synth_cells": 65,
        "synthXorXnorAreaFrac_pct": 7.202,
        "ys_types": 24,
        "ys_sh_aoi_pct": 13.17,
        "ys_sh_adder_pct": 2.058,
        "mux_area_share_pct": 1.646,
    },
    "cells_and_area": {
        "lay_top_cells": "dfxtp_1, a21oi_1, nand3_1",
        "syn2layout_area_growth_pct": 17.70,
        "layout_top_cell": "dfxtp_1",
        "drive_gt1_share_pct": 11.27,
        "layout.cells.non_filler": 117,
        "seq_area_um2": 290.3,
        "n_fill_cell": 384,
        "comb_area_um2": 302.8,
        "largest_reg_flops": 13,
    },
    "clock_tree": {
        "cts_resized": 0,
        "cts_hold_buf": 0,
        "clockRootBuffer": "clkbuf_4",
        "numCtsBuffers": 3,
        "clk_latency_ns": 0.28,
        "cts_tree": "built",
        "cts_setup_buffers": 0,
        "htree_levels": 1,
        "clock_sinks": 14,
        "path_clk_slew_ns": 0.09,
        "clockBufferDepth": 2,
    },
    "drt": {
        "antenna_left": 0,
        "wire_per_inst_um": 8.923,
        "drt-total-wl_um": 1044,
        "drt-pass1-iter-count": 4,
        "antenna_cells": 0,
        "drc": 0,
        "viasPerCell": 4.017,
        "routed-via-count": 470,
        "drt_iter0_drc": 11,
    },
    "global_routing": {
        "track_usage_pct": 3.433,
        "antenna_found_initial": 0,
        "grt_pass1_vias": 455,
        "grt.overflow.total": 0,
        "grt_pass1_wl_um": 1897,
        "grt_max_degree": 12,
    },
    "min_path": {
        "hp-class": "flip-flop to flip-flop",
    },
    "run_status": {
        "outcome": "finished, final reports clean",
    },
}
power groups by stage:
stage         combinational [uW]  clock, uW  sequential [uW]
finish                      14.1        116              209
global route                16.3        136              210
CTS                         14.2        121              209
final cells by class:
class / count / area share (%)
clock buffer: 4 / 3.671
multi-input combinational: 47 / 42.31
tap: 46 / 8.042
sequential: 14 / 40.56
inverter: 3 / 1.573
timing repair buffer: 3 / 3.846
cell families (layout without fill, tap and decap cells):
family | count (synthesis) | in the layout
AND/OR/NAND/NOR | 26 | 26
adder cells (fa/ha/maj) | 1 | 1
AND-OR/OR-AND | 14 | 14
XOR/XNOR | 5 | 5
multiplexers | 1 | 1
flip-flops | 14 | 14
buffers and inverters | 4 | 10
per-stage QoR:
step	utilization [%]	hold WS, ns	cell area (um^2)
global placement	20.18	0.4565	689.4
floorplan	-	0.4413	608.1
global route	20.95	0.5117	715.7
detailed placement	20.18	0.4648	689.4
CTS	20.95	0.4782	715.7
finish	20.95	0.4773	715.7
layer usage:
metal  global-route usage, %  vias to the layer above  wire [um]
met5                       0                        -          0
met4                  0.7042                        0          0
met3                  0.9091                        0         47
met2                   4.735                        5        410
met1                   5.177                      216        586
li1                        -                      249          -
final timing paths:
check / from / to / slack [ns] / cells past startpoint
worst max-delay path: data_debounced$_DFFE_PN_ / data_debounced / 1.05 / 1
worst min-delay path: change_reg[12]$_SDFFE_PP0P_ / change_reg[12]$_SDFFE_PP0P_ / 0.48 / 2
worst max register to register: change_reg[0]$_SDFFE_PP0P_ / data_debounced$_DFFE_PN_ / 1.12 / 4
worst min register to register: change_reg[12]$_SDFFE_PP0P_ / change_reg[12]$_SDFFE_PP0P_ / 0.48 / 2
synth_stat cells:
cell,instances,share of area (%)
nor2_1,4,2.5
nand3_2,1,1.6
nand4_2,1,2.1
edfxtp_1,1,4.9
mux2i_1,1,1.6
and2_1,1,1.0
inv_1,3,1.9
nand3_1,5,4.1
nor2b_1,1,1.0
nand2_1,3,1.9
a21oi_1,7,5.8
o31ai_1,4,4.9
xnor2_1,2,2.9
or4_1,4,4.9
clkbuf_1,1,0.62
xor2_1,3,4.3
nand2b_1,1,1.0
ha_1,1,2.1
o21ai_0,3,2.5
or3_1,1,1.0
nand4_1,1,1.0
nor4_1,1,1.0
or3_2,2,2.5
dfxtp_1,13,43
Power is estimated from default activity; no workload was simulated.
