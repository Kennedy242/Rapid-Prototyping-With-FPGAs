File: flow/config.mk
export PLATFORM = sky130hd
export DESIGN_NAME = hex_to_ascii
export DESIGN_NICKNAME = hex_to_ascii
export VERILOG_FILES = /design/flow/design.v
export SDC_FILE = /design/flow/constraint.sdc
export NUM_CORES = 4
export LEC_CHECK = 1
export CORE_AREA = 10 10 115 115
export DIE_AREA = 0 0 125 125
File: flow/constraint.sdc
current_design hex_to_ascii

set clk_period 1.4
set clk_io_pct 0.2

create_clock -name clk0 -period $clk_period

set non_clock_inputs [all_inputs -no_clocks]
set_input_delay [expr $clk_period * $clk_io_pct] -clock clk0 $non_clock_inputs
set_output_delay [expr $clk_period * $clk_io_pct] -clock clk0 [all_outputs]
File: flow/design.v
module hex_to_ascii(
    input wire [7:0] memory_capacity,
    input wire [7:0] manufacture_id,
    input wire [7:0] memory_type,
    output reg [255:0] ascii_string
);
    always @(*) begin
        ascii_string [255:208] = "CAP=0x";
        ascii_string [207:192] = { hex2ascii(memory_capacity[7:4]), hex2ascii(memory_capacity[3:0])};
        ascii_string [191:184] = " ";
        ascii_string [183:144] = "ID=0x";
        ascii_string [143:128] = { hex2ascii(manufacture_id[7:4]), hex2ascii(manufacture_id[3:0])};
        ascii_string [127:72] = "TYPE=0x";
        ascii_string [71:56] = { hex2ascii(memory_type[7:4]), hex2ascii(memory_type[3:0])};
        ascii_string [55:0] = 56'b0;
    end
    function [7:0] hex2ascii (input [3:0] hex_value);
        case(hex_value)
            4'h0: begin hex2ascii = 8'h30; end
            4'h1: begin hex2ascii = 8'h31; end
            4'h2: begin hex2ascii = 8'h32; end
            4'h3: begin hex2ascii = 8'h33; end
            4'h4: begin hex2ascii = 8'h34; end
            4'h5: begin hex2ascii = 8'h35; end
            4'h6: begin hex2ascii = 8'h36; end
            4'h7: begin hex2ascii = 8'h37; end
            4'h8: begin hex2ascii = 8'h38; end
            4'h9: begin hex2ascii = 8'h39; end
            4'ha: begin hex2ascii = 8'h41; end
            4'hb: begin hex2ascii = 8'h42; end
            4'hc: begin hex2ascii = 8'h43; end
            4'hd: begin hex2ascii = 8'h44; end
            4'he: begin hex2ascii = 8'h45; end
            4'hf: begin hex2ascii = 8'h46; end
            default: begin hex2ascii = 8'h23; end
        endcase
    endfunction
endmodule
File: flow/run.sh
#!/bin/bash
# OpenROAD 26Q1-2900-gdf79404cd8, Yosys 0.63+post, stock flow scripts
make -C /OpenROAD-flow-scripts/flow DESIGN_CONFIG=/design/flow/config.mk WORK_HOME=/design/flow/orfs finish
==> impl_metrics.env <==
# implementation run metrics
export IMPL_status="finished with violations"
export IMPL_violations="setup timing"
export IMPL_coreArea_um2=10800
export IMPL_synth_logic_top_family="buffers and inverters"
export IMPL_clock_fmax_mhz=702
export IMPL_dr_pass1_iters=2
export IMPL_worst_setup_path_end_kind="output port"
export IMPL_worst_slack_ns=-0.0245
export IMPL_dp_hpwl_um=5260
export IMPL_ys_sh_aoi_pct=7.84
export IMPL_chipArea_um2=15600
export IMPL_fin_setup_tns_ns=-0.0521
export IMPL_drive_gt1_share_pct=19.8
export IMPL_netlist_area_um2=2300
export IMPL_critPathRequiredTime_ns=1.12
export IMPL_ir_drop_mv=0.0867
export IMPL_final_area_um2=2410
export IMPL_nClkBuffers=0
export IMPL_hold_viol=0
export IMPL_grt_max_degree=9
export IMPL_top_cell="buf_4"
export IMPL_min_from="manufacture_id[7]"
export IMPL_globalplace_congestion=0.764
export IMPL_period_used_pct=102
export IMPL_ys_cells=316
export IMPL_fin_crit_ns=1.42
export IMPL_die_h_um=125
export IMPL_die_w_um=125
export IMPL_syn_area_per_cell_um2=7.27
export IMPL_grt_pass1_vias=1678
export IMPL_drt_iter0_markers=24
export IMPL_row_count=38
export IMPL_final_cells=529
export IMPL_ios=280
export IMPL_yosysChipArea_um2=2300
export IMPL_route_detailed_drc=0
export IMPL_ys_seq_share_pct=0
export IMPL_synthTopCellsByArea="buf_4 (72%), ha_1 (6.5%), inv_1 (2.9%), nand2b_1 (2.7%), a21boi_0 (2.0%)"
export IMPL_synthCells=316
export IMPL_hp_class="primary input to output port"
export IMPL_start_kind="primary input"
export IMPL_final_core_util_pct=22.3
export IMPL_wirelength_um=5680
export IMPL_grt_usage_pct=6.15
export IMPL_vias=1457
export IMPL_finalSetupViolations=3
export IMPL_pre_cts_slack_ns=-0.821
export IMPL_critPathLaunch="memory_capacity[5]"
export IMPL_io_buffers=66
export IMPL_warning_count=40
export IMPL_crit_type="primary input to output port"
export IMPL_synth_xor_area_share_pct=0
export IMPL_mux_area_share_pct=0
export IMPL_yosysTopAreaCell="buf_4"
export IMPL_yosysUniqueCellTypes=17
export IMPL_synth_simple_area_share_pct=10.5
export IMPL_p_per_area_nw_per_um2=177
export IMPL_cap_viol_max_count=0
export IMPL_drtAntennaViolNets=0
export IMPL_cp_arrival_ns=1.14
export IMPL_wire_per_inst_um=10.7
export IMPL_leakage_nw=1.47
export IMPL_flop_count=0
export IMPL_ys_sh_adder_pct=6.54
export IMPL_final_seq_area_um2=0
export IMPL_cp_max_fo=4
export IMPL_place_area_um2=2370
export IMPL_area_growth_syn_to_layout_pct=5.07
export IMPL_antenna_found_initial=0
export IMPL_grt_overflow=0
export IMPL_netlist_area_leader_share_pct=71.9
export IMPL_dp_cells=526
export IMPL_antenna_cells=0
export IMPL_avgViaCountPerCell=2.75
export IMPL_grt_pass1_wl_um=8600
export IMPL_ctsHoldBuffers=0
export IMPL_rsz0062_at_grt="true"
export IMPL_slew_violations=0
export IMPL_ys_warn_count=1
export IMPL_common_cells="buf_4 (220), inv_1 (18), ha_1 (12)"
export IMPL_fp_util_pct=21.2
-- area by class of cell --
class	count	area (µm²)
fill	1253	8430
multi-input combinational	290	1510
timing repair buffer	81	657
tap	140	175
inverter	18	75.1
-- per-layer routing --
metal | GRT usage [%] | vias up | wire length, µm | share of wire, %
li1 | - | 694 | - | -
met1 | 6.58 | 627 | 2090 | 37
met2 | 11.5 | 136 | 2910 | 51
met3 | 2.70 | 0 | 672 | 12
met4 | 0 | 0 | 0 | 0
met5 | 0 | - | 0 | 0
-- metrics by stage --
stage | total power, mW | hold slack [ns]
after CTS | 0.450 | 0.889
after global placement | 0.478 | 1.59
final | 0.428 | 0.885
after floorplan | 0.535 | 0.574
after detailed placement | 0.473 | 1.59
after global routing | 0.516 | 0.923
-- worst paths after layout --
path	end	slack, ns	cells after the start
worst max-delay path	ascii_string[201]	-0.02	6
worst min-delay path	ascii_string[137]	0.88	3
-- where the power goes --
| group | leakage, nW | switching [mW] | internal (mW) | total (mW) |
|---|---|---|---|---|
| logic | 1.47 | 0.187 | 0.241 | 0.428 |
| registers | 0 | 0 | 0 | 0 |
| clock network | 0 | 0 | 0 | 0 |
-- kinds of logic (layout without fill, tap and decap cells) --
kind of cell,Yosys count,count (layout)
other,2,214
adders and majority gates,12,12
buffers and inverters,238,99
and+or+nand+nor,40,40
AOI/OAI and AO/OA,24,24
-- worst max-delay path: stages --
cell and delay [ns]:
buf_6 0.10, buf_6 0.12, ha_4 0.14, or2_1 0.20, a31o_1 0.21, buf_2 0.11
-- cells in the final DEF, fill, tap and decap left out, drive strengths merged, types with 6 or more instances in the layout --
cell type    instances
dlygate4sd2         25
nor3b                6
conb               214
ha                  12
inv                 18
a21boi               6
buf                 50
nand2b              10
o21a                 6
-- repair_timing --
item / CTS / global route
setup endpoints to repair: 42 / 12
gates resized: 201 / 11
buffers inserted: 4 / 0
endpoints found under the hold margin: 0 / 0
pin swaps: 29 / 12
Power and IR drop assume default switching activity.
