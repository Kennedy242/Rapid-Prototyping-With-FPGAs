--- run.sh ---
#!/bin/bash
# OpenROAD 26Q1-2900-gdf79404cd8, Yosys 0.63+post, stock flow scripts
make -C /OpenROAD-flow-scripts/flow DESIGN_CONFIG=/design/flow/config.mk WORK_HOME=/design/flow/orfs finish
--- config.mk ---
export PLATFORM = sky130hd
export DESIGN_NAME = washerTop
export DESIGN_NICKNAME = washerTop
export VERILOG_FILES = /design/flow/design.v
export SDC_FILE = /design/flow/constraint.sdc
export NUM_CORES = 4
export LEC_CHECK = 1
export CORE_AREA = 10 10 71 71
export DIE_AREA = 0 0 81 81
--- constraint.sdc ---
current_design washerTop

set clk_period 1.9
set clk_io_pct 0.2

create_clock -name clk0 -period $clk_period [get_ports {clk}]

set non_clock_inputs [all_inputs -no_clocks]
set_input_delay [expr $clk_period * $clk_io_pct] -clock clk0 $non_clock_inputs
set_output_delay [expr $clk_period * $clk_io_pct] -clock clk0 [all_outputs]
--- design.v ---
`timescale 1ns / 1ps
`default_nettype none
module washerFSM(
    input wire clk,
    input wire reset,
    input wire Door,
    input wire Start,
    input wire Td,
    input wire Tf,
    input wire Tr,
    input wire Ts,
    input wire Tw,
    output reg Agitator,
    output reg Motor,
    output reg Pump,
    output reg R,
    output reg Speed,
    output reg Water
    );
    reg [3:0] state, next_state;
    parameter idle = 4'b0000;
    parameter fill_1 = 4'b0001;
    parameter wash = 4'b0010;
    parameter drain_1 = 4'b0011;
    parameter fill_2 = 4'b0100;
    parameter rinse = 4'b0101;
    parameter drain_2 = 4'b0110;
    parameter spin = 4'b0111;
    parameter hold = 4'b1000;
    always @(posedge clk, posedge reset) begin
        if (reset == 1'b1) begin state <= idle; end
        else state <= next_state;
    end
    always @(*) begin
        next_state = state;  
        Agitator = 1'b0;
        Motor = 1'b0;
        Pump = 1'b0;
        R = 1'b1;
        Speed = 1'b0;
        Water = 1'b0;
        case(state)
            idle: begin
                if (Start == 0) begin
                    next_state = idle;
                end
                else if (Start == 1) begin
                    next_state = fill_1;
                    R = 1'b1;
                end
            end 
            fill_1:begin
                R = 1'b0;
                Water = 1'b1;
                if(Tf == 0) begin
                    next_state = fill_1;
                    end
                else if(Tf == 1) begin
                    next_state = wash;
                    R = 1'b1;
                    end
            end 
            wash:begin
                R = 1'b0;
                Agitator = 1'b1;
                Motor = 1'b1;
                if(Tw == 0) begin
                    next_state = wash;
                    end
                else if(Tw == 1) begin
                    next_state = drain_1;
                    R = 1'b1;
                    end
            end 
            drain_1:begin
                R = 1'b0;
                Pump = 1'b1;
                if(Td == 0) begin
                    next_state = drain_1;
                    end
                else if(Td == 1) begin
                    next_state = fill_2;
                    R = 1'b1;
                    end
            end 
            fill_2:begin
                R = 1'b0;
                Water = 1'b1;
                if(Tf == 0) begin
                    next_state = fill_2;
                    end
                else if(Tf == 1) begin
                    next_state = rinse;
                    end
            end 
            rinse:begin
                R = 1'b0;
                Agitator = 1'b1;
                Motor = 1'b1;
                if(Tr == 0) begin
                    next_state = rinse;
                end
                else if(Tr == 1) begin
                    next_state = drain_2;
                end
            end 
            drain_2:begin
                R = 1'b0;
                Pump = 1'b1;
                if(Td == 0) begin
                    next_state = drain_2;
                end
                else if(Td == 1) begin
                    next_state = spin;
                end
            end 
            spin: begin
                R = 1'b0;
                Motor = 1'b1;
                Speed = 1'b1;
                if(Door == 1)begin
                    next_state = hold;
                end
                else if(Ts == 0) begin
                    next_state = spin;
                end
                else if(Ts == 1)begin 
                    next_state = idle;
                end
            end
            hold: begin
                R = 1'b1;
                if (Door == 1)begin
                    next_state = hold;
                end
                else if (Door == 0)begin
                    next_state = spin;
                end
            end
        endcase
    end
endmodule
`timescale 1ns / 1ps
`default_nettype none
module washerTimer(
    input wire [1:0]load,
    input wire clk,
    input wire R,
    output reg Td,
    output reg Tf,
    output reg Tr,
    output reg Ts,
    output reg Tw
    );
    reg [3:0]counter;
    always @(posedge clk) begin
        counter <= counter + 4'b0001;
        if( R == 1'b1) counter <= 4'b0000;
     end
    always @(*) begin
        Td = 1'b0;
        Tf = 1'b0;
        Tr = 1'b0;
        Ts = 1'b0;
        Tw = 1'b0;
        if (counter == 4'b001)  Td = 1'b1;
        if (counter == 4'b010)  Tf = 1'b1;
        if (counter == 4'b100)  Tr = 1'b1;
        if (counter == 4'b111)  Ts = 1'b1;
        case (load)
            2'b00: if( counter == 4'b0010) Tw = 1'b1; 
            2'b01: if (counter == 4'b0100) Tw = 1'b1; 
            2'b10: if ( counter == 4'b1000) Tw = 1'b1; 
        endcase
    end
endmodule
`timescale 1ns / 1ps
`default_nettype none
module washerTop(
    input wire reset,
    input wire clk,
    input wire Start,
    input wire Door,
    input wire [1:0] load,
    output wire Agitator,
    output wire Motor,
    output wire Pump,
    output wire Speed,
    output wire Water
    );
     wire Td;
     wire Tf;
     wire Tr;
     wire Ts;
     wire Tw;
     wire R;
   washerTimer washerTimer (
        .load(load), 
		.clk(clk), 
		.R(R), 
		.Td(Td), 
		.Tf(Tf), 
		.Tr(Tr), 
		.Ts(Ts), 
		.Tw(Tw)
   );
   washerFSM washerFSM (
		.clk(clk), 
		.reset(reset), 
		.Door(Door), 
		.Start(Start), 
		.Td(Td), 
		.Tf(Tf), 
		.Tr(Tr), 
		.Ts(Ts), 
		.Tw(Tw), 
		.Agitator(Agitator), 
		.Motor(Motor), 
		.Pump(Pump), 
		.R(R), 
		.Speed(Speed), 
		.Water(Water)
	);
endmodule
==> results.py <==
# Metrics from the implementation run
metrics = {
    "worst_setup_path": {
        "r2r_start": "washerTimer.counter[0]",
        "slowest_delay_ns": 0.43,
        "worstPathCellList": "or3_4 -> clkdlybuf4s50_1",
        "crit_buf_inv": 1,
        "cp_slowest_cell": "clkdlybuf4s50_1",
        "ff2ff_path_depth": 6,
        "critical_path_class": "reg2out",
        "cp-end-kind": "primary output",
        "required_ns": 1.52,
        "startpoint_type": "register",
        "cp_max_fo": 5,
        "cp.arrival_ns": 1.48,
        "crit_family": "buffers and inverters",
        "r2r-end": "washerTimer.counter[1]",
        "regToRegSetupSlack_ns": 0.34,
    },
    "yosys": {
        "syn_area_sq_um": 652,
        "logic_family": "simple AND/OR/NAND/NOR gates",
        "largest_area_cell": "dfrtp_1",
        "yosys_warnings": 2,
        "ys_seq_frac": 0.470,
        "synthCells": 68,
        "top_area_frac": 0.307,
        "yosys.area_share.simple": 0.253,
        "adder_share": 0.0768,
        "top_cells_by_area": "dfrtp_1 (31%), dfxtp_1 (12%), ha_1 (7.7%), dfstp_2 (4.0%), nand2_1 (4.0%)",
        "ys_types": 28,
        "ys_sh_aoi": 0.132,
        "ys_cells": 68,
        "mux_share": 0,
        "ys_sh_xor": 0.0269,
        "avgSynthCellArea_sq_um": 9.59,
        "synth-area-yosys_sq_um": 652,
        "ys.flops": 13,
    },
    "cts": {
        "cts-htree-levels": 1,
        "cts_buffers": 3,
        "tritoncts": "built",
        "cts.sinks": 13,
        "clockBufferDepth": 2,
        "cts_root_buf": "clkbuf_8",
        "cts_resized": 0,
        "clock.latency.late_pin_ns": 0.24,
        "cts_hold_buf": 0,
        "clkTransAtPathRegs_ns": 0.06,
    },
    "route": {
        "drc": 0,
        "antenna_left": 0,
        "routedWlPerCell_um": 10.8,
        "wirelength_um": 1410,
        "antenna_cells": 0,
        "drt_iter0_markers": 31,
        "vias": 542,
        "firstDrtPassIters": 4,
        "viasPerCell": 4.14,
    },
    "global_route": {
        "grt_max_degree": 10,
        "track_usage": 0.0457,
        "grt_overflow": 0,
        "first_global_vias": 559,
        "antenna_found_initial": 0,
        "grt_pass1_wl_um": 2570,
    },
    "placement": {
        "place_congestion": 0.771,
        "dp_hpwl_um": 1060,
        "portBuffers": 10,
    },
    "cells_and_area": {
        "mi_logic_area_sq_um": 319,
        "areaGrowthSynthToFinish_pct": 32.8,
        "n_fill_cell": 384,
        "regArea_sq_um": 307,
        "lay_top_cells": "clkdlybuf4s50_1 (10), dfrtp_1 (8), nand2_1 (7)",
        "final_common_cell": "clkdlybuf4s50_1",
        "layout-drive-gt1-share": 0.145,
    },
    "die": {
        "die_h_um": 81,
        "core_area_sq_um": 3630,
        "die_width_um": 81,
        "rows": 22,
        "ios": 11,
        "initial_core_util": 0.179,
        "die_area_sq_um": 6560,
    },
    "timing": {
        "fin_hold_ws_ns": 0.389,
        "slew_viol_final": 0,
        "post-route-period-util": 0.978,
        "fmax_mhz": 538,
        "relSlewSlack": 0.776,
        "grt_setup_unrepaired": "false",
        "tightestPinTransition_ns": 0.335,
        "setup_viol": 0,
        "hold_viol": 0,
        "setup_tns_ns": 0,
        "fin_skew_ns": 0.00461,
        "post-route-min-period_ns": 1.86,
    },
    "hold_path": {
        "hp-class": "in2async",
    },
    "outcome": {
        "status": "completed",
    },
    "power_and_ir_drop": {
        "p_leak_uw": 0.000378,
        "powerDensity_nw_per_um2": 1510,
        "ir_drop_mv": 0.312,
    },
    "run": {
        "max_cap_violations": 0,
        "warning_count": 28,
    },
}
-- layer usage --
metal  track usage  part of all wire
met5             0                 0
met3       0.00780             0.046
met2        0.0732              0.48
met4        0.0104             0.018
met1        0.0631              0.45
-- logic make-up after synthesis --
logic type,Yosys count
XOR/XNOR,2
AND-OR/OR-AND,13
buffers and inverters,7
AND/OR/NAND/NOR,29
flip-flops,13
adder cells (fa/ha/maj),4
-- sequential cells by signal (all words and copies together), names as in the netlist --
name,cells
washerTimer.counter,4
washerFSM.state,9
-- cells in the mapped netlist, drive strengths merged --
master  n
nand2   7
a22o    1
nor2b   1
nor3    3
and3    1
or2     3
inv     7
o32ai   1
a31oi   2
dfxtp   4
xnor2   2
nor2    3
o21ai   4
nand4b  1
or3     2
a21oi   2
a21boi  1
a21o    1
dfrtp   8
o21a    1
dfstp   1
nand3   6
nor3b   2
ha      4
-- stage by stage --
step	total power (uW)	cells	instance area (sq um)	utilization	setup slack [ns]
2_1_floorplan	837	68	652	-	0.511
3_3_place_gp	1060	126	812	0.223	0.291
3_5_place_dp	1060	126	812	0.223	0.270
4_1_cts	1310	130	858	0.236	0.0207
5_1_grt	1430	131	866	0.238	0.00349
6_report	1310	131	866	0.238	0.0415
-- report_power, final --
| part | internal, uW | switching [uW] | leakage, uW |
|---|---|---|---|
| sequential | 388 | 126 | 0.000149 |
| combinational | 308 | 243 | 0.000204 |
| clock | 145 | 99.8 | 0.0000255 |
| total | 841 | 468 | 0.000378 |
-- worst register-to-register path, cell delays in order, from the launching register on --
cell and delay [ns]:
dfxtp_1 0.41, inv_1 0.09, ha_1 0.26, nor3b_1 0.16, o21ai_1 0.21, a21boi_2 0.12
nor3b_1 0.23
-- final cells by class --
type,instances,area share
multi-input cells,48,0.368
inverters,7,0.0303
flip-flops and latches,13,0.354
clock buffers,3,0.0477
well taps,48,0.0694
clock inverters,1,0.00578
repair buffers,11,0.124
-- timing repair --
action | in CTS | in global routing
endpoints found under the hold margin | 0 | 0
setup buffers | 0 | 1
endpoints found under the setup margin | 0 | 1
-- worst max path at each step --
stage     endpoint  depth (start not counted)                from  slack (ns)
6_report     Motor                          2  washerFSM.state[6]        0.04
5_1_grt      Motor                          2  washerFSM.state[6]       0.003
4_1_cts      Motor                          2  washerFSM.state[3]        0.02
Power figures rest on the tool's default switching activity, not on a simulated workload.
